File: flow/config.mk
export PLATFORM = sky130hd
export DESIGN_NAME = ROM4
export DESIGN_NICKNAME = ROM4
export VERILOG_FILES = /design/flow/design.v
export SDC_FILE = /design/flow/constraint.sdc
export NUM_CORES = 4
export LEC_CHECK = 1
export CORE_AREA = 10 10 70 70
export DIE_AREA = 0 0 80 80
export SYNTH_MEMORY_MAX_BITS = 65536
File: flow/constraint.sdc
current_design ROM4

set clk_period 1.9
set clk_io_pct 0.2

create_clock -name clk0 -period $clk_period

set non_clock_inputs [all_inputs -no_clocks]
set_input_delay [expr $clk_period * $clk_io_pct] -clock clk0 $non_clock_inputs
set_output_delay [expr $clk_period * $clk_io_pct] -clock clk0 [all_outputs]
File: flow/design.v
module ROM4(Addr, Instr);
	input [9:0] Addr;
	output [15:0] Instr;
	reg [15:0] ROM[1023:0];
	initial
	begin
		ROM[0] = 16'b0000000000000000;
		ROM[1] = 16'b0011100000000001;
		ROM[2] = 16'b0001000000100010;
		ROM[3] = 16'b0001000000000001;
		ROM[4] = 16'b0100010001000011;
		ROM[5] = 16'b0001000000100011;
		ROM[6] = 16'b0010110001111111;
		ROM[7] = 16'b0000000000000000;
		ROM[8] = 16'b0001010000000011;
		ROM[9] = 16'b0001000000000011;
		ROM[10] = 16'b0001110000000011;
	end
	assign Instr = ROM[Addr];
endmodule
File: flow/run.sh
#!/bin/bash
# OpenROAD 26Q1-2900-gdf79404cd8, Yosys 0.63+post, stock flow scripts
make -C /OpenROAD-flow-scripts/flow DESIGN_CONFIG=/design/flow/config.mk WORK_HOME=/design/flow/orfs finish
==> flow_summary.json <==
{
  "num_vias": 264,
  "path_buffers": 3,
  "hp-class": "in -> out",
  "critPathMaxStageDelay_ps": 470,
  "drcViolationCount": 0,
  "drt_pass1_iterations": 2,
  "diodes": 0,
  "fmax_mhz": 539,
  "maxCapViolations": 0,
  "fp_util_pct": 7.14,
  "syn_inst": 32,
  "hpwl_um": 635,
  "drive_gt1_share_pct": 32.0,
  "grt_pass1_vias": 254,
  "rsz0062_at_grt": "false",
  "required_ps": 1520,
  "cp.arrival_ps": 1470,
  "path_class": "in -> out",
  "seq_area_um2": 0,
  "tool_warnings": 41,
  "lay_top_cells": "dlygate4sd2_1, clkdlybuf4s50_1, mux2i_1, conb_1, buf_4",
  "critPathMaxFanout": 5,
  "rows": 21,
  "finalWorstSetupSlack_ps": 45.1,
  "routabilityCongestion": 0.697,
  "post-place-ws_ps": -403,
  "pwr_density_cell_nw_per_um2": 149,
  "hold_viol_final": 0,
  "die_area_um2": 6400,
  "clkbuf_count": 0,
  "path_cells": "dlygate4sd2_1 > buf_6 > and3b_2 > clkdlybuf4s50_1",
  "io_buffers": 16,
  "ys_cells": 32,
  "ys.warnings.count": 1,
  "io-pin-count": 26,
  "netlist_area_um2": 244,
  "ir_worst_vdd_mv": 0.0229,
  "grt_pass1_wl_um": 1160,
  "fin_setup_tns_ps": 0,
  "drt-initial-drc-count": 6,
  "grtUsageTotal_pct": 2.08,
  "p_leak_nw": 0.226,
  "post_synth.cell_area_avg_um2": 7.62,
  "yosys_area_um2": 244,
  "synth_cell_types": 15,
  "status": "finished clean",
  "critPathCaptureType": "primary output",
  "critPathLaunchType": "input pin",
  "slowest_stage": "clkdlybuf4s50_1",
  "nFlopsAndLatches": 0,
  "area_growth_pct": 92.3,
  "setup_viol": 0,
  "core_um2": 3420,
  "wl_per_cell_um": 8.13,
  "antenna_found_initial": 0,
  "slew_viol_final": 0,
  "antenna_left": 0,
  "die_h_um": 80,
  "path_delay_family": "buffers and inverters",
  "layout_top_cell": "dlygate4sd2_1",
  "grt.overflow.total": 0,
  "grt_max_degree": 10,
  "wl_um": 780,
  "viasPerCell": 2.75,
  "period_minus_slack_ps": 1850,
  "die_width_um": 80,
  "yosysSeqAreaShare_pct": 0,
  "min_period_over_period_pct": 97.6
}
per-stage QoR:
step | util [%] | hold slack [ps] | cells | total power, mW | instance area (um2)
global placement | 13.4 | 1850 | 95 | 0.0747 | 457
floorplan | - | 835 | 35 | 0.0330 | 255
finish | 13.7 | 1370 | 96 | 0.0698 | 469
global route | 13.7 | 1410 | 96 | 0.0784 | 469
detailed placement | 13.4 | 1840 | 95 | 0.0749 | 457
CTS | 13.9 | 1370 | 96 | 0.0723 | 474
layout make-up:
class,count,area [um2]
Tap cell,46,57.6
Timing Repair Buffer,23,199
Multi-Input combinational cell,25,205
Fill cell,397,2950
Inverter,2,7.51
worst paths after layout:
path	start	to	slack, ps	cells after the start
setup / recovery	Addr[3]	Instr[3]	50	4
hold / removal	Addr[1]	Instr[11]	1370	5
cells in the mapped netlist:
cell type	n	area, um2
mux2i_1	4	40.0
conb_1	1	3.75
or2_1	1	6.26
buf_4	6	45.0
inv_1	2	7.51
and3b_1	2	17.5
nor2b_1	2	12.5
buf_2	1	5.00
buf_6	1	11.3
nor2_1	3	11.3
ha_1	4	50.1
nand2_1	1	3.75
a211o_1	2	17.5
o21ai_0	1	5.00
a21o_1	1	7.51
metal layers:
metal | wire (um) | track usage, % | vias to the layer above
met4 | 0 | 0 | 0
met2 | 298 | 3.21 | 15
met1 | 379 | 2.97 | 117
li1 | - | - | 132
met5 | 0 | 0 | -
met3 | 101 | 0.568 | 0
logic make-up (layout without fill, tap and decap cells):
family,after synthesis,in the layout,share of synthesized area (%)
buffers and inverters,10,25,28.2
and+or+nand+nor,9,9,21.0
adders and majority gates,4,4,20.5
AOI/OAI and AO/OA,4,4,12.3
muxes,4,4,16.4
other,1,4,1.54
power breakdown:
part           total (mW)  internal (mW)  switching [mW]
sequential              0              0               0
combinational      0.0698         0.0430          0.0268
clock                   0              0               0
total              0.0698         0.0430          0.0268
repair_timing:
item,in CTS,in global routing
pin swaps,5,1
gates resized,27,2
cloned,1,0
hold buffers,0,0
setup endpoints to repair,12,2
setup buffers,0,0
No activity file was given, so power comes from the tool's default toggle rates.
