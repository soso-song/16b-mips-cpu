[./design.v]
module REGFILE(
	input clk,  
	input Reset,  
	input Write,  
	input [4:0] Waddr,  
	input [15:0] Wdata,  
	input [4:0] Aaddr,  
	output [15:0] Adata,  
	input [4:0] Baddr,
	output [15:0] Bdata,
	input [4:0] Caddr,
	output [15:0] Cdata
	);
	reg [5:0] i = 6'd0;
	reg [15:0] register[31:0];
	always @(posedge clk)
	begin
		if (Write == 1'b1) begin
			register[Waddr] <= Wdata;  
		end
		else if (Reset == 1'b1) begin
			for(i = 0; i < 32; i = i + 1) begin  
				register[i] <= 16'd0;
			end
			i <= 6'b0;
		end
	end
	assign Adata = (Aaddr == 0)? 16'd0 : register[Aaddr];
	assign Bdata = (Baddr == 0)? 16'd0 : register[Baddr];
	assign Cdata = (Caddr == 0)? 16'd0 : register[Caddr];  
endmodule
module CACHE(
	input clk,  
	input Write,  
	input [9:0] Waddr,  
	input [15:0] Wdata,  
	input [9:0] Aaddr,  
	output [15:0] Adata,  
	input [9:0] Baddr,
	output [15:0] Bdata
	);
	reg [15:0] register[1023:0];
	always @(posedge clk)
	begin
		if (Write)
		begin
			register[Waddr] <= Wdata;  
		end
	end
	assign Adata = register[Aaddr];  
	assign Bdata = register[Baddr];
endmodule
[./run.sh]
#!/bin/bash
# OpenROAD 26Q1-2900-gdf79404cd8, Yosys 0.63+post, stock flow scripts
make -C /OpenROAD-flow-scripts/flow DESIGN_CONFIG=/design/flow/config.mk WORK_HOME=/design/flow/orfs finish
[./config.mk]
export PLATFORM = sky130hd
export DESIGN_NAME = REGFILE
export DESIGN_NICKNAME = REGFILE
export VERILOG_FILES = /design/flow/design.v
export SDC_FILE = /design/flow/constraint.sdc
export NUM_CORES = 4
export LEC_CHECK = 1
export CORE_UTILIZATION = 40
[./constraint.sdc]
current_design REGFILE

set clk_period 33.1
set clk_io_pct 0.2

create_clock -name clk0 -period $clk_period [get_ports {clk}]

set non_clock_inputs [all_inputs -no_clocks]
set_input_delay [expr $clk_period * $clk_io_pct] -clock clk0 $non_clock_inputs
set_output_delay [expr $clk_period * $clk_io_pct] -clock clk0 [all_outputs]
==> flow_metrics.py <==
# Synthesis and PnR figures
metrics = {
    "status": {
        "outcome": "completed",
    },
    "clock_network": {
        "cts_setup_buffers": 0,
        "clkSlewWorstSetupHoldPaths_ns": 0.06,
        "clk_latency_ns": 0.63,
        "tritoncts_clock_tree": "built",
        "clock_tree.root_cell": "clkbuf_16",
        "cts.repair.resized": 0,
        "cts_num_sinks": 512,
        "htreeDepth": 2,
        "holdBufCountCts": 0,
        "tritoncts.num_buffers": 58,
        "cts-root-to-sink-buffers": 3,
    },
    "detailed_routing": {
        "final_antenna_net_count": 0,
        "drt_iter0_drc": 2665,
        "post-route-drc-count": 0,
        "wirelength_um": 125000,
        "vias_per_cell": 6.38,
        "detailroute.wirelength.met3_um": 21000,
        "met2_length_um": 54200,
        "drtPass1Iterations": 6,
        "wire_per_inst_um": 28.8,
        "m1WireLength_um": 44900,
        "topRoutingLayerUsed": "met5",
        "vias": 27790,
    },
    "global_route": {
        "globalRoute.totalOverflow": 0,
        "first_pass_grt_wire_length_um": 184000,
        "global_route.usage.total_pct": 34.1,
        "grt_pass1_vias": 26980,
        "maximum_number_of_pins_on_one_net_before_global_route_repair": 126,
        "antenna_found_initial": 6,
    },
    "synthesis": {
        "syn_avg_cell_area_um2": 9.01,
        "share_of_the_yosys_chip_area_belonging_to_registers_pct": 33.8,
        "post_synth_num_cell_types": 42,
        "ys_async_sr_fraction_pct": 0,
        "synth-area-yosys_um2": 30300,
        "ys_top_cells_by_area": "dfxtp_1 34%, mux4_2 23%, nand2_1 13%",
        "synthesis.instances": 3367,
        "synth.top_cell.area_share_pct": 33.8,
        "ys_ff": 512,
        "syn-cell-area_um2": 30300,
        "synth.largest_area_cell": "dfxtp_1",
        "yosys_cells": 3367,
        "synth-edff-count": 0,
        "synthFlopType": "dfxtp_1",
        "yosysWarningCount": 1,
    },
    "power": {
        "fin_total_pwr_mw": 1.53,
        "pwr_density_cell_nw_per_um2": 44.8,
        "power.ir.vdd_worst_v": 0.0000414,
        "power.static_leakage_nw": 11.6,
    },
    "final_timing": {
        "drv_slew": 0,
        "setup_viol": 0,
        "skew_ns": 0,
        "post-route-period-util_pct": 52.3,
        "rsz0062_at_grt": "no",
        "least_margin_pin_slew_ns": 1.27,
        "fin_setup_tns_ns": 0,
        "timing.final.crit_period_ns": 17.32,
        "worst_slew_margin_rel_pct": 14.9,
        "max_clock_freq_ghz": 0.0577,
        "hold_violation_total_from_the_final_report": 0,
        "fin_worst_hold_slack_ns": 0.480,
    },
    "final_layout": {
        "largest_register_ffs": 512,
        "top_register": "register",
        "top_regs": "register (512)",
        "final_layout_size_suffix_gt1_share_pct": 18.5,
        "area.sequential_um2": 10200,
        "final_area_um2": 34100,
        "area.combinational_um2": 18600,
        "n_fill_cell": 7018,
        "flow.area_growth_from_synthesis_pct": 12.5,
    },
    "setup_path": {
        "critical_path_class": "input port to output port",
        "critical_path.endpoint_type": "output port",
        "critical_path_cell_sequence": "buf_6, buf_4, buf_4, mux4_2, mux4_2, o22ai_1, nor3_1, clkdlybuf4s50_1",
        "cp.required_ns": 26.48,
        "worst_path_max_delay_cell": "buf_4",
        "timing.critical_path.slowest_cell_delay_ns": 0.63,
        "critical_path.startpoint_type": "input port",
        "timing.critical_path.fanout_max": 43,
        "worst_ep_arrival_time_ns": 10.70,
    },
    "placement": {
        "dpl_cell_area_um2": 32100,
        "dp.final_hpwl_um": 79800,
        "gp_routability_congestion": 1.04,
        "buffer_ports.inserted": 86,
    },
    "floorplanning": {
        "vertical_die_dimension_um": 277,
        "die_w_um": 277,
        "core.rowCount": 100,
        "area_of_the_core_um2": 74700,
        "chipArea_um2": 77000,
        "boundary_pins": 87,
        "core_util_floorplan_pct": 40.6,
    },
    "job": {
        "warnings": 28,
        "drv_cap": 0,
    },
    "hold_path": {
        "min-delay-path-class": "flip-flop to flip-flop",
    },
}
power by group:
group | internal [mW] | switching, mW
Sequential | 0.630 | 0.0141
Clock | 0.415 | 0.280
Combinational | 0.0740 | 0.117
cell families (layout without fill, tap and decap cells):
group | Yosys count | count (layout) | share of synthesized area, %
other cells | 0 | 3 | 0
mux | 536 | 536 | 30.5
flops | 512 | 512 | 33.8
buf+inv | 329 | 344 | 4.98
simple gates | 1246 | 1246 | 16.7
compound gates | 744 | 744 | 14.1
area by class of cell:
class,count,share of cell area (%)
Multi-Input combinational cell,2526,54.5
Clock buffer,71,4.60
Tap cell,969,3.55
Timing Repair Buffer,237,5.89
Antenna cell,3,0.0220
Clock inverter,34,1.36
Inverter,2,0.0220
Sequential cell,512,30.0
metal layers:
layer	up-vias	GRT usage (%)
li1	12113	-
met1	13502	43.4
met2	1816	48.8
met3	353	20.9
met4	6	10.5
met5	-	1.44
layout by cell type (no fill, tap or decap), types with 7 or more instances in the layout:
cell             instances
o221ai_1                14
buf_4                  150
a22oi_1                 66
a211oi_1                27
nor4_1                  10
a2111oi_0                9
a22o_1                  27
bufinv_16               10
clkdlybuf4s50_1         76
nor2b_1                 32
clkinv_2                15
mux2i_1                192
clkbuf_16               59
nand3b_1                 7
clkbuf_8                 7
nand3_1                  7
o22ai_1                 32
nor2_1                  28
nand2_1               1064
dfxtp_1                512
mux2_2                  38
o32ai_1                 14
nor2_2                   9
nor3_1                  38
mux4_2                 305
and2_1                  18
clkbuf_1                 7
a21oi_1                542
metrics by stage:
| step | worst slack, ns | util (%) | instances |
|---|---|---|---|
| 2_1_floorplan | 18.34 | - | 3367 |
| 3_3_place_gp | 15.87 | 43.0 | 4246 |
| 3_5_place_dp | 15.88 | 43.0 | 4246 |
| 4_1_cts | 15.88 | 45.7 | 4351 |
| 5_1_grt | 15.63 | 45.7 | 4351 |
| 6_report | 15.78 | 45.7 | 4354 |
worst max-delay path, delay by kind of cell:
family	cells	cell delay (ns)
buffers and inverters	4	2.17
muxes	2	1.13
AOI/OAI and AO/OA	1	0.48
and+or+nand+nor	1	0.18
synthesized netlist by cell type, drive strengths merged, types with 37 or more instances:
master	instances
a21oi	542
a22oi	66
buf	114
clkbuf	213
dfxtp	512
mux2	38
mux2i	192
mux4	306
nand2	1064
nor2	37
nor2b	37
nor3	38
path summary, 6_finish.rpt:
path	startpoint	to	slack (ns)	cells after the start
setup / recovery	Baddr[1]	Bdata[14]	15.78	8
hold / removal	register[27][10]$_SDFFE_PP0P_	register[27][10]$_SDFFE_PP0P_	0.48	2
setup reg to reg	register[1][4]$_SDFFE_PP0P_	register[1][4]$_SDFFE_PP0P_	32.38	2
hold reg to reg	register[27][10]$_SDFFE_PP0P_	register[27][10]$_SDFFE_PP0P_	0.48	2
Power figures rest on the tool's default switching activity, not on a simulated workload.
